==> ./design.v <==
module RegisterFile( input 	 		clk,
	   	     input 			writeEnabled,
		     input 	[ 3  : 0 ] 	readAddr1, 
		     input   	[ 3  : 0 ] 	readAddr2,
		     input 	[ 3  : 0 ] 	writeAddr,
		     input 	[ 15 : 0 ] 	inp,
	             output 	[ 15 : 0 ] 	output1, 
		     output 	[ 15 : 0 ] 	output2 ) ;
	reg [ 15 : 0 ] registers [ 15 : 0 ] ;  
	integer i ;
	initial begin
		for( i = 4'b0000 ; i <= 4'b1111 ; i = i + 4'b0001 )
		begin
			registers[ i ] = 16'h0000 ;
		end  
	end  
	assign output1 = registers[ readAddr1 ] ;
	assign output2 = registers[ readAddr2 ] ;
	always @( posedge clk )
	begin
		if( writeEnabled ) registers[ writeAddr ] <= inp ;
	end  
endmodule 
==> ./run.sh <==
#!/bin/bash
# OpenROAD 26Q1-2900-gdf79404cd8, Yosys 0.63+post, stock flow scripts
make -C /OpenROAD-flow-scripts/flow DESIGN_CONFIG=/design/flow/config.mk WORK_HOME=/design/flow/orfs finish
==> ./config.mk <==
export PLATFORM = sky130hd
export DESIGN_NAME = RegisterFile
export DESIGN_NICKNAME = RegisterFile
export VERILOG_FILES = /design/flow/design.v
export SDC_FILE = /design/flow/constraint.sdc
export NUM_CORES = 4
export LEC_CHECK = 1
export CORE_UTILIZATION = 30
==> ./constraint.sdc <==
current_design RegisterFile

set clk_period 3.8
set clk_io_pct 0.2

create_clock -name clk0 -period $clk_period [get_ports {clk}]

set non_clock_inputs [all_inputs -no_clocks]
set_input_delay [expr $clk_period * $clk_io_pct] -clock clk0 $non_clock_inputs
set_output_delay [expr $clk_period * $clk_io_pct] -clock clk0 [all_outputs]
==> results.sh <==
# yosys + openroad results
export IMPL_timing_critical_path_buf_inv=3
export IMPL_netlist_area_leader_share_pct=65.5
export IMPL_peakVddDrop_v=0.000324
export IMPL_gr_usage_all_layers_pct=16.2
export IMPL_pwr_share_seq_pct=50.1
export IMPL_area_leaders="edfxtp_1 66%, mux4_2 20%, mux4_1 5.4%"
export IMPL_arrival_ns=2.66
export IMPL_utilization_pct=36.6
export IMPL_drt_wl_total_um=29000
export IMPL_io_buffers=61
export IMPL_end_kind="primary output"
export IMPL_cts_tree="done"
export IMPL_ios=62
export IMPL_clockBufferDepth=3
export IMPL_crit_type="in -> out"
export IMPL_hp_class="in -> reg"
export IMPL_drtAntennaViolNets=0
export IMPL_slew_violations=0
export IMPL_wl_per_cell_um=24.5
export IMPL_numCtsBuffers=26
export IMPL_grt_max_degree=65
export IMPL_antenna_found_initial=0
export IMPL_worstMarginPinSlew_ns=0.716
export IMPL_cp_num_cells=6
export IMPL_layout_top_cell="edfxtp_1"
export IMPL_hp_start="inp[3]"
export IMPL_setup_ws_ns=0.384
export IMPL_start_kind="input pin"
export IMPL_cp_cell_sequence="buf_4 -> buf_4 -> mux4_1 -> a22oi_1 -> nand2_1 -> clkdlybuf4s50_1"
export IMPL_dieArea_mm2=0.0399
export IMPL_grt_pass1_wl_um=42700
export IMPL_ys_seq_share_pct=65.5
export IMPL_cts_hold_buf=0
export IMPL_p_int_mw=5.03
export IMPL_drt_initial_drc_count=357
export IMPL_period_needed_ns=3.42
export IMPL_yosysWarnings=1
export IMPL_tool_warnings=25
export IMPL_ys_cells=553
export IMPL_n_antenna_cell=0
export IMPL_cts_setup_buffers=0
export IMPL_slowest_delay_ns=0.58
export IMPL_ys_seq_elements=256
export IMPL_crit_family="buffers and inverters"
export IMPL_largest_register_ffs=256
export IMPL_cts_max_level=1
export IMPL_hpwlAfterDp_um=17300
export IMPL_cts_root_buffer_cell="clkbuf_16"
export IMPL_chipHeight_um=200
export IMPL_firstDrtPassIters=5
export IMPL_drc_errors=0
export IMPL_min_to="registers[11][3]$_DFFE_PP_"
export IMPL_die_width_um=200
export IMPL_place_ws_ns=0.347
export IMPL_avgSynthCellArea_um2=21.2
export IMPL_final_cell_mix="256 x edfxtp_1, 102 x mux4_2, 64 x a22oi_1, 57 x clkdlybuf4s50_1, 33 x nand2_1"
export IMPL_cts_resized=0
export IMPL_fin_tns_setup_ns=0
export IMPL_cp_common_cell="buf_4"
export IMPL_fp_utilization_pct=30.3
export IMPL_slew_headroom_pct=52.2
export IMPL_drive_above_1_share_pct=31.9
export IMPL_drv_cap=0
export IMPL_top_register="registers"
export IMPL_synthToLayoutAreaGrowth_pct=20.7
export IMPL_fmax_mhz=293
export IMPL_synth_area_mm2=0.0117
export IMPL_cpMaxStageDelayCell="mux4_1"
export IMPL_leakagePower_nw=4.50
export IMPL_rows=72
export IMPL_routed_via_density=5.29
export IMPL_hold_path_depth=1
export IMPL_final_hold_violation_count=0
export IMPL_min_period_over_period_pct=89.9
export IMPL_sw_frac_of_total_pct=20.9
export IMPL_largestRegisters="registers x256"
export IMPL_cp_max_fo=11
export IMPL_synth_top_cell_by_area="edfxtp_1"
export IMPL_powerDensity_mw_per_mm2=449
export IMPL_grt_pass1_vias=6952
export IMPL_rsz0062_at_grt="false"
export IMPL_clkPwrFrac_pct=40.7
export IMPL_p_sw_mw=1.33
export IMPL_overflow=0
export IMPL_comb_power_share_pct=9.2
export IMPL_vias=6258
export IMPL_status="completed"
export IMPL_synth_cells=553
export IMPL_clk_pin_slew_ns=0.06
export IMPL_setup_viol=0
export IMPL_yosysChipArea_mm2=0.0117
export IMPL_gp_congestion=0.807
export IMPL_coreArea_mm2=0.0386
export IMPL_ys_types=23
export IMPL_clock_sinks=256
export IMPL_cp_data_required_time_ns=3.04
[cell usage after synthesis]
cell type	count
a22oi_1	64
and2_1	2
buf_1	2
buf_2	4
buf_4	5
buf_6	10
clkbuf_1	14
clkbuf_4	2
clkbuf_8	3
dlygate4sd1_1	1
dlymetal6s2s_1	1
edfxtp_1	256
mux4_1	24
mux4_2	102
mux4_4	2
nand2_1	33
nand2b_1	2
nand3_1	1
nand3b_1	2
nor2_1	14
nor2b_1	4
nor3_1	4
or3b_2	1
[logic make-up after synthesis]
kind of cell | after synthesis | synth area share [%]
DFF | 256 | 65.5
and+or+nand+nor | 63 | 2.35
AOI/OAI and AO/OA | 64 | 4.10
buffers and inverters | 42 | 2.62
muxes | 128 | 25.4
[power groups by stage]
stage | Combinational, mW | Clock, mW | Sequential [mW]
CTS | 0.597 | 2.63 | 3.19
global route | 0.637 | 2.72 | 3.19
finish | 0.586 | 2.59 | 3.19
[metrics by stage]
stage	hold slack [ns]	cell area, µm²	cells	power (mW)
2_1_floorplan	0.859	11700	553	3.55
3_3_place_gp	1.69	13300	1135	3.84
3_5_place_dp	1.70	13300	1135	3.84
4_1_cts	1.14	14200	1183	6.41
5_1_grt	1.19	14200	1183	6.55
6_report	1.15	14200	1183	6.36
[final cells by class]
| cell class | count | area [µm²] |
|---|---|---|
| fillers | 3447 | 24500 |
| flip-flops and latches | 256 | 7690 |
| multi-input cells | 255 | 3800 |
| repair buffers | 106 | 1160 |
| clock buffers | 30 | 687 |
| well taps | 518 | 648 |
| clock inverters | 18 | 181 |
[layer usage]
layer  vias to the layer above  part of all wire (%)  GRT usage, %
met2                       464                    44          22.5
met3                        45                    20          15.3
met1                      3112                    34          18.4
met5                         -                  0.12          2.10
met4                         2                   2.0          2.60
li1                       2635                     -             -
[how the worst max path moves through the flow]
stage / startpoint / end / slack, ns
6_report: readAddr2[0] / output2[7] / 0.38
5_1_grt: readAddr1[0] / output1[2] / 0.21
4_1_cts: readAddr1[0] / output1[2] / 0.34
Power and IR drop assume default switching activity.
