[/design/flow/config.mk]
export PLATFORM = sky130hd
export DESIGN_NAME = ControlUnit
export DESIGN_NICKNAME = ControlUnit
export VERILOG_FILES = /design/flow/design.v
export SDC_FILE = /design/flow/constraint.sdc
export NUM_CORES = 4
export LEC_CHECK = 1
export CORE_AREA = 10 10 70 70
export DIE_AREA = 0 0 80 80
[/design/flow/constraint.sdc]
current_design ControlUnit

set clk_period 1.6
set clk_io_pct 0.2

create_clock -name clk0 -period $clk_period [get_ports {clk}]

set non_clock_inputs [all_inputs -no_clocks]
set_input_delay [expr $clk_period * $clk_io_pct] -clock clk0 $non_clock_inputs
set_output_delay [expr $clk_period * $clk_io_pct] -clock clk0 [all_outputs]
[/design/flow/design.v]
module ControlUnit( input 			clk,
		    input 	[ 15 : 0 ]	cuInput,
		    input 	[ 8  : 0 ]	sP,
		    output	[ 1  : 0 ]	aluSelect,	
		    output	[ 3  : 0 ]	dr,
		    output	[ 3  : 0 ]	sr1,
		    output	[ 3  : 0 ]	sr2Imm,
		    output	[ 15 : 0 ]	jumpAddr,
		    output	[ 15 : 0 ]	ldStAddr,
		    output 			immSelect,
		    output 			pcSelect,
		    output 			spSelect,
		    output 			regWrite,
		    output 			memWrite,
		    output 			memRead,
		    output 			regWriteSelect,
		    output 			store,
		    output 			instRegWrite,
		    output 			pcWrite,
		    output 			spWrite ) ;
	wire jump, orOri, andAndi, addAddi, ld, st, push, pop ;
	wire [ 2 : 0 ] opcode ;
	reg w ;
	initial w = 1'b0 ;  
	assign immSelect = cuInput[ 0  : 0  ] ;
	assign jumpAddr	 = cuInput[ 12 : 0  ] ;
	assign ldStAddr  = cuInput[ 8  : 0  ] ;
	assign aluSelect = cuInput[ 14 : 13 ] ;
	assign dr	 = cuInput[ 12 : 9  ] ;
	assign sr1	 = cuInput[ 8  : 5  ] ;
	assign sr2Imm	 = cuInput[ 4  : 1  ] ;
	assign opcode = cuInput[ 15 : 13 ] ;
	assign jump 	= ~opcode[ 2 ] & ~opcode[ 1 ] & ~opcode[ 0 ] ;  
	assign orOri 	= ~opcode[ 2 ] & ~opcode[ 1 ] &  opcode[ 0 ] ;  
	assign andAndi 	= ~opcode[ 2 ] &  opcode[ 1 ] & ~opcode[ 0 ] ;  
	assign addAddi 	= ~opcode[ 2 ] &  opcode[ 1 ] &  opcode[ 0 ] ;  
	assign ld 	=  opcode[ 2 ] & ~opcode[ 1 ] & ~opcode[ 0 ] ;  
	assign st 	=  opcode[ 2 ] & ~opcode[ 1 ] &  opcode[ 0 ] ;  
	assign push 	=  opcode[ 2 ] &  opcode[ 1 ] & ~opcode[ 0 ] ;  
	assign pop 	=  opcode[ 2 ] &  opcode[ 1 ] &  opcode[ 0 ] ;  
	always @( posedge clk )
	begin
		w <= ~w ;
	end  
	assign pcSelect 	= jump ;
	assign spSelect 	= push ;
	assign regWrite 	= ( orOri | andAndi | addAddi | ld | pop ) & w ;
	assign memWrite 	= ( st | push ) & w ;
	assign memRead  	= ( ld | pop  ) & w ;
	assign regWriteSelect 	= ( ld | pop  ) ;
	assign store		= st ;
	assign instRegWrite 	= ~w ;
	assign pcWrite	    	=  w ;
	assign spWrite 	    	= ( ( |sP & pop ) | push ) & w ;
endmodule
[/design/flow/run.sh]
#!/bin/bash
# OpenROAD 26Q1-2900-gdf79404cd8, Yosys 0.63+post, stock flow scripts
make -C /OpenROAD-flow-scripts/flow DESIGN_CONFIG=/design/flow/config.mk WORK_HOME=/design/flow/orfs finish
==> impl_metrics.json <==
{
  "status": "finished, final reports clean",
  "fin_crit_sh_pct": 97.6,
  "ys_chip_area_um2": 489,
  "drive_gt1_share_pct": 26.8,
  "crit_type": "in2out",
  "yosysTopAreaCellShare_pct": 72.1,
  "worstHoldPathType": "reg2reg",
  "combPwrFrac_pct": 73.8,
  "syn-cell-area_um2": 489,
  "top_regs": "w x1",
  "ir_drop_v": 0.0000339,
  "synth_cell_types": 16,
  "top_register": "w",
  "area_leaders": "buf_4 72%, dfxtp_1 4.1%, xnor2_1 3.6%, nor4b_2 3.1%, a211oi_2 2.6%",
  "vias_per_cell": 2.81,
  "fmax_mhz": 640,
  "synth_warnings": 1,
  "antenna_cells": 0,
  "crit_fanout": 6,
  "synth_flops": 1,
  "cts_setup_buffers": 0,
  "die_h_um": 80,
  "grt.total_usage_pct": 2.84,
  "fin_util_pct": 15.3,
  "top_area_cell": "buf_4",
  "skew_ns": 0,
  "final_cell_mix": "10 x conb_1, 8 x dlymetal6s2s_1, 8 x clkdlybuf4s50_1",
  "cts.hold.buffers_added": 0,
  "drtPass1Iterations": 2,
  "drc": 0,
  "fillers": 397,
  "ant_nets": 0,
  "path_cells": "buf_2, buf_4, nor3_1, clkdlybuf4s50_1",
  "fp-utilization_pct": 14.3,
  "row_count": 21,
  "pwr-share-seq_pct": 26.2,
  "p_sw_uw": 23.0,
  "max_stage_delay_ns": 0.50,
  "openroad.warnings": 28,
  "cpLargestDelayFamily": "buffers and inverters",
  "final.setup.tns_ns": 0,
  "ys_seq_share_pct": 4.09,
  "setup_viol": 0,
  "grt_pass1_vias": 313,
  "slowest_stage": "clkdlybuf4s50_1",
  "max_cap_viol_count": 0,
  "gp_congestion": 0.741,
  "yosysCellCount": 65,
  "grt_pass1_wl_um": 1500,
  "vias": 287,
  "die_x_um": 80,
  "core-area_um2": 3420,
  "path_clk_slew_ns": 0,
  "grt_start_max_net_pins": 7,
  "drt_iter0_markers": 3,
  "routed_wl_um": 1160,
  "cp.arrival_ns": 1.24,
  "syn_area_per_cell_um2": 7.53,
  "layout_top_cell": "conb_1",
  "antenna_found_initial": 0,
  "synth_cells": 65,
  "power_density_nw_per_um2": 186,
  "areaGrowthSynthToFinish_pct": 6.91,
  "drv_slew": 0,
  "leakagePower_nw": 0.299,
  "wire_per_inst_um": 11.3,
  "required_ns": 1.28,
  "critical_path_buf_inv_count": 3,
  "dp_hpwl_um": 1020,
  "clk_latency_ns": 0,
  "port_buffers": 24,
  "overflow": 0,
  "largest_register_ffs": 1,
  "intPower_uw": 74.1,
  "end_kind": "output pin",
  "ios": 83,
  "p_clk_share_pct": 0,
  "die_area_um2": 6400,
  "switching_share_pct": 23.7,
  "critPathLaunchType": "primary input",
  "min_period_ns": 1.56,
  "hold_viol": 0
}
==> Yosys cell counts (all sizes together) <==
library cell and n:
nor4b 1, and3 2, xnor2 2, nand2 1
dfxtp 1, a211oi 1, buf 47, nor4 1
conb 1, and3b 1, a311oi 1, nor2 2
nor3 1, inv 2, and2 1
==> stage by stage <==
step	worst slack, ns	cells	power, mW	area, µm²	hold WS [ns]
3_5_place_dp	-0.556	102	0.104	505	0.573
6_report	0.0386	102	0.0971	523	0.581
5_1_grt	-0.0269	102	0.104	523	0.640
3_3_place_gp	-0.527	102	0.103	505	0.577
4_1_cts	0.00443	102	0.101	497	0.595
2_1_floorplan	0.628	74	0.112	523	0.396
==> final cells by class <==
cell class | count | area [µm²] | area share (%)
Inverter | 2 | 7.51 | 1.44
Multi-Input combinational cell | 24 | 159 | 30.4
Tap cell | 46 | 57.6 | 11.0
Timing Repair Buffer | 29 | 279 | 53.3
Sequential cell | 1 | 20.0 | 3.83
==> per-layer routing <==
layer | global-route usage [%] | vias up | share of wire [%]
met3 | 1.36 | 2 | 15
li1 | - | 133 | -
met2 | 5.62 | 23 | 51
met4 | 0.704 | 0 | 0.35
met1 | 2.45 | 129 | 33
met5 | 0 | - | 0
==> tightest hold or removal path, delay by kind of cell (launching register included) <==
family                 cells  cell delay, ns
buffers and inverters      2            0.19
DFF                        1            0.32
==> power groups by stage <==
stage	sequential, mW	clock, mW	combinational, mW
after CTS	0.0254	0	0.0753
after global routing	0.0254	0	0.0785
final	0.0254	0	0.0717
==> what timing repair did <==
item                                    CTS  global route
endpoints found under the setup margin   10             2
pin swaps                                 6             3
cloned                                    0             0
gates resized                            23             9
==> final timing paths <==
path	from	endpoint	slack, ns	depth (start not counted)
max	cuInput[15]	pcSelect	0.04	4
min	w	w	0.58	2
max reg2reg	w	w	0.96	2
min reg2reg	w	w	0.58	2
==> cells by family after synthesis <==
family / after synthesis / synth area share, %
compound gates: 2 / 4.35
xor+xnor: 2 / 3.58
buf+inv: 49 / 73.7
flops: 1 / 4.09
other cells: 1 / 0.767
simple gates: 10 / 13.6
Power and IR drop assume default switching activity.
